**design/flow/config.mk**
```make
export PLATFORM = sky130hd
export DESIGN_NAME = image_cache
export DESIGN_NICKNAME = image_cache
export VERILOG_FILES = /design/flow/design.v
export SDC_FILE = /design/flow/constraint.sdc
export NUM_CORES = 4
export LEC_CHECK = 1
export CORE_UTILIZATION = 40
export SYNTH_HDL_FRONTEND = slang
```
**design/flow/constraint.sdc**
```tcl
current_design image_cache

set clk_period 1.6
set clk_io_pct 0.2

create_clock -name clk0 -period $clk_period [get_ports {clk}]

set non_clock_inputs [all_inputs -no_clocks]
set_input_delay [expr $clk_period * $clk_io_pct] -clock clk0 $non_clock_inputs
set_output_delay [expr $clk_period * $clk_io_pct] -clock clk0 [all_outputs]
```
**design/flow/design.v**
```verilog
`timescale 1ns / 1ps
module image_cache(
    input                                           clk,
    input                                           rst_n,
    input                                           module_en,
    input                                           over,
    input                                           row_switch_en,
    input           [8*3-1:0]          cache_input,
    input           [3-1:0]                     din_valid,
    output          [8*9-1:0]         cache_output,
    output  reg     [9-1:0]                    dout_valid
    );
    reg [8-1:0]image_cache[9-1:0];
    reg [1:0] cache_cnt;
    wire din_en;
    assign din_en = |din_valid;
    genvar i;
    generate
        for(i=0;i<9;i=i+1)
        begin
            assign cache_output[(i+1)*8-1:i*8] = image_cache[i];
        end
    endgenerate
    always@(posedge clk,negedge rst_n)
    begin
        if(!rst_n)
        begin
            image_cache[0] <= 8'h0;
            image_cache[1] <= 8'h0;
            image_cache[2] <= 8'h0;
            image_cache[3] <= 8'h0;
            image_cache[4] <= 8'h0;
            image_cache[5] <= 8'h0;
            image_cache[6] <= 8'h0;
            image_cache[7] <= 8'h0;
            image_cache[8] <= 8'h0;
            dout_valid <= 9'h00;
        end
        else if(over)
        begin
            image_cache[0] <= 8'h0;
            image_cache[1] <= 8'h0;
            image_cache[2] <= 8'h0;
            image_cache[3] <= 8'h0;
            image_cache[4] <= 8'h0;
            image_cache[5] <= 8'h0;
            image_cache[6] <= 8'h0;
            image_cache[7] <= 8'h0;
            image_cache[8] <= 8'h0;
        end
        else 
        begin
            if(module_en)
            begin
                if(din_en)
                begin
                    image_cache[0] <= image_cache[1];
                    image_cache[3] <= image_cache[4];
                    image_cache[6] <= image_cache[7];
                    image_cache[1] <= image_cache[2];
                    image_cache[4] <= image_cache[5];
                    image_cache[7] <= image_cache[8];
                    image_cache[2] <= cache_input[8-1:0];
                    image_cache[5] <= cache_input[8*2-1:8];
                    image_cache[8] <= cache_input[8*3-1:8*2];
                    if(cache_cnt==3)
                    begin
                        dout_valid <= 9'b1111_1111_1;
                    end
                    else
                    begin
                        dout_valid <= 9'b0000_0000_0;
                    end
                end
            end
        end
    end
    always@(posedge clk,negedge rst_n)
    begin
        if(!rst_n)
        begin
            cache_cnt <= 0;
        end
        else if(over)
        begin
            cache_cnt <= 0;
        end
        else 
        begin
            if(module_en)
            begin
                if(din_en)
                begin
                    if(row_switch_en)
                    begin
                        cache_cnt <= 0;
                    end
                    else
                    begin
                        if(cache_cnt==3)
                            cache_cnt <= cache_cnt;
                        else
                            cache_cnt <= cache_cnt + 1;
                    end
                end
                else
                begin
                    cache_cnt <= cache_cnt;
                end
            end
        end
    end
endmodule
```
**design/flow/run.sh**
```bash
#!/bin/bash
# OpenROAD 26Q1-2900-gdf79404cd8, Yosys 0.63+post, stock flow scripts
make -C /OpenROAD-flow-scripts/flow DESIGN_CONFIG=/design/flow/config.mk WORK_HOME=/design/flow/orfs finish
```
==> impl_metrics.csv <==
group,metric,value,unit
pwr,ir_drop,0.422,mV
synth,top_cells_by_area,"dfrtp_1 67%, a22o_1 23%, buf_6 2.8%",
synth,yosys_area,2800,µm²
die,ios,113,
pwr,p_sw_share,23.1,%
timing,maxSlewViolCount,0,
clocking,cts_buffers,9,
detailed_routing,num_vias,1962,
synth,synth_cells,185,
synth,synth_top_area_share,67.1,%
final_layout,fin_util,62.8,%
clocking,clk_pin_slew,70,ps
detailed_routing,dr.pass1.iters,4,
grt,grt_max_degree,38,
die,rows,30,
clocking,ctsRootBufferMaster,"clkbuf_8",
worst_setup_path,endpoint_kind,"output port",
timing,setup_violations,0,
place,placed_area,3990,µm²
clocking,htree_levels,3,
worst_setup_path,worst_ep_required_time,1280,ps
detailed_routing,diodes,0,
synth,simple_gate_share,2.01,%
grt,grt_overflow,0,
detailed_routing,drc_errors,0,
place,dp.cells,363,
detailed_routing,detail-route-antenna-nets,0,
synth,synth-seq-cells,75,
timing,relSlewSlack,79.2,%
worst_setup_path,path_buffers,1,
final_layout,final_cells,382,
detailed_routing,routedWlPerCell,15.6,µm
pwr,power_density,902,nW/µm²
synth,ys_top_cells_by_count,"75 x dfrtp_1, 72 x a22o_1, 8 x buf_4",
timing,fmax,0.651,GHz
synth,ys_types,18,
synth,edf_count,0,
worst_setup_path,path_cells,"clkdlybuf4s50_1",
worst_setup_path,crit_family,"buffers and inverters",
timing,finalHoldViolCount,0,
synth,synth_seq_share,67.1,%
synth,synth_top_cell_by_area,"dfrtp_1",
timing,finalClockPeriodUsage,96.0,%
clocking,cts_tree,"built",
outcome,status,"completed",
synth,ys_sh_aoi,23.9,%
worst_setup_path,crit_type,"reg2out",
die,fp_util,41.4,%
synth,yosys_cells,185,
die,die-height,85.6,µm
pwr,p_clk_share,36.7,%
die,coreArea,6760,µm²
detailed_routing,vias_per_cell,5.14,
timing,finalCriticalPeriod,1540,ps
synth,ys_async_sr_fraction,100,%
pwr,p_leak,2.07,nW
worst_setup_path,critPathMaxFanout,3,
grt,grt_pass1_wl,10.0,mm
synth,top_cell,"dfrtp_1",
detailed_routing,wirelength,5.96,mm
hold_path,hold_path.class,"in2async",
synth,yosys_warnings,0,
place,dp_hpwl,3.83,mm
place,io_buffers,112,
timing,fin_worst_skew,7.69,ps
timing,setup_tns,0,ps
clocking,worstSkewPairLatency,340,ps
synth,synth.avg_cell_area,15.1,µm²
synth,logic_family,"AND-OR/OR-AND gates",
final_layout,finalInstanceArea,4240,µm²
worst_setup_path,max_stage_delay,510,ps
grt,grt.total_usage,17.9,%
timing,rsz0062_at_grt,"false",
pwr,p_switching,0.886,mW
pwr,power.share.sequential,52.5,%
detailed_routing,initialDrtViolationCount,75,
synth,flop_cell,"dfrtp_1",
pwr,internal_power,2.94,mW
worst_setup_path,cp-start-kind,"register",
final_layout,drive_above_1_share,10.6,%
synth,synthMuxAreaShare,0.403,%
place,gp_congestion,0.739,
worst_setup_path,critPathSlowestCell,"clkdlybuf4s50_1",
timing,whs,430,ps
die,chipArea,7330,µm²
synth,ys_sh_adder,0.447,%
die,die_w,85.6,µm
synth,synth_xor_xnor_area_share,0,%
timing,tightest_slew,312,ps
grt,grt_antenna_before_repair,0,
pwr,p_comb_share,10.8,%
pwr,p_total,3.83,mW
synth,syn-cell-area,2800,µm²
job,warning_count,26,
final_layout,area_delta_synth_final,51.8,%
job,cap_violations,0,
grt,grt_pass1_vias,1922,
timing,worst_slack,64.6,ps
place,dp_slack,-152,ps
worst_setup_path,crit_arrival,1220,ps
clocking,cts_max_path_buffers,2,
clocking,clock-sinks,75,
-- power groups by stage --
| stage | combinational (mW) | clock (mW) | sequential (mW) |
|---|---|---|---|
| 6_report | 0.412 | 1.40 | 2.01 |
| 5_1_grt | 0.454 | 1.55 | 2.02 |
| 4_1_cts | 0.421 | 1.45 | 2.01 |
-- final cells by class --
cell class	instances	area [µm²]
Clock buffer	10	128
Fill cell	520	2510
Multi-Input combinational cell	87	756
Tap cell	80	100
Sequential cell	75	1880
Timing Repair Buffer	124	1320
Clock inverter	6	66.3
-- timing repair --
item | 4_1_cts | 5_1_grt
endpoints found under the setup margin | 9 | 9
pin swaps | 0 | 0
hold buffers | 1 | 0
gates resized | 3 | 11
cloned | 0 | 0
endpoints found under the hold margin | 21 | 0
buffers inserted | 2 | 0
-- layout by cell type (no fill, tap or decap), types with 2 or more instances in the layout --
cell and n:
a211o_1 2, dlymetal6s2s_1 9, a22o_1 72, nor3_1 2, dfrtp_1 74, clkbuf_8 9, nand2_1 2, clkdlybuf4s50_1 102
buf_12 6, buf_6 2, clkinvlp_4 3, buf_4 4
-- routing by layer --
layer  GRT usage, %  up-vias  wire (µm)
met5              0        -          0
li1               -      930          -
met4           2.58        0        105
met2           22.6       79       2350
met1           33.6      942       3020
met3           4.20       11        482
-- path summary, 6_finish.rpt --
path | start | end | slack [ps] | depth (start not counted)
worst max-delay path | cache_output[46] | cache_output[46] | 60 | 1
worst max register to register | cache_cnt[0] | cache_cnt[1] | 410 | 4
max in group asynchronous | rst_n | cache_output[57] | 630 | 3
min in group clk0 | cache_output[5] | cache_output[5] | 500 | 1
worst min-delay path | rst_n | cache_output[21] | 430 | 2
worst min register to register | cache_output[5] | cache_output[5] | 500 | 1
-- cells by family (layout without fill, tap and decap cells) --
kind of cell,Yosys count,after routing
buffers and inverters,23,140
AND-OR/OR-AND,75,75
flip-flops,75,75
AND/OR/NAND/NOR,10,10
adder cells (fa/ha/maj),1,1
multiplexers,1,1
-- state kept, by name, indices dropped and copies added, names as in the netlist --
signal,cells
cache_output,72
dout_valid,1
cache_cnt,2
Power figures rest on the tool's default switching activity, not on a simulated workload.
