<file path="run.sh">
#!/bin/bash
# OpenROAD 26Q1-2900-gdf79404cd8, Yosys 0.63+post, stock flow scripts
make -C /OpenROAD-flow-scripts/flow DESIGN_CONFIG=/design/flow/config.mk WORK_HOME=/design/flow/orfs finish
</file>
<file path="config.mk">
export PLATFORM = sky130hd
export DESIGN_NAME = fm_read
export DESIGN_NICKNAME = fm_read
export VERILOG_FILES = /design/flow/design.v
export SDC_FILE = /design/flow/constraint.sdc
export NUM_CORES = 4
export LEC_CHECK = 1
export CORE_UTILIZATION = 40
export SYNTH_HDL_FRONTEND = slang
</file>
<file path="constraint.sdc">
current_design fm_read

set clk_period 5.8
set clk_io_pct 0.2

create_clock -name clk0 -period $clk_period [get_ports {clk}]

set non_clock_inputs [all_inputs -no_clocks]
set_input_delay [expr $clk_period * $clk_io_pct] -clock clk0 $non_clock_inputs
set_output_delay [expr $clk_period * $clk_io_pct] -clock clk0 [all_outputs]
</file>
<file path="design.v">
`timescale 1ns / 1ps
module fm_read(
    input               clk,
    input               rst_n,
    input               module_en,
    input               refresh,
    input               fm_width,
    input               fm_height,
    output    [2:0]     ram_ren,
    output    [3*11-1:0]      ram_addr          
    );
    reg [1:0]state;
    reg [8:0]width_cnt;
    reg [8:0]height_cnt;
    reg [10:0]ram_addr_[0:2];
    genvar i;
    generate
        for(i=0;i<3;i=i+1)
        begin
            assign ram_addr[(i+1)*11-1:i*11] = ram_addr_[i];
        end
    endgenerate
    always@(posedge clk,negedge rst_n)
    begin
        if(!rst_n)
        begin
            state <= 0;
        end
        else
        begin
            if(module_en)
            begin
                if(width_cnt == fm_width - 1)
                begin
                    width_cnt <= 0;
                    case(state)
                        2'b00:
                        begin
                            ram_addr_[0] <= ram_addr_[0] + 1;
                            ram_addr_[1] <= ram_addr_[1] - fm_width;
                            ram_addr_[2] <= ram_addr_[2] - fm_width;
                            state <= 2'b01;
                        end
                        2'b01:
                        begin
                            ram_addr_[0] <= ram_addr_[0] - fm_width;
                            ram_addr_[1] <= ram_addr_[1] + 1;
                            ram_addr_[2] <= ram_addr_[2] - fm_width;
                            state <= 2'b10;
                        end
                        2'b10:
                        begin
                            ram_addr_[0] <= ram_addr_[0] - fm_width;
                            ram_addr_[1] <= ram_addr_[1] - fm_width;
                            ram_addr_[2] <= ram_addr_[2] + 1;
                            state <= 2'b00;
                        end
                        default:
                        begin
                            ram_addr_[0] <= ram_addr_[0] - fm_width;
                            ram_addr_[1] <= ram_addr_[1] - fm_width;
                            ram_addr_[2] <= ram_addr_[2] - fm_width;   
                            state <= 2'b00;
                        end
                    endcase
                    if(height_cnt <= fm_height - 3) begin
                        ram_addr_[0] <= ram_addr_[0] + 1;
                        ram_addr_[1] <= ram_addr_[0] + 1;
                        ram_addr_[2] <= ram_addr_[0] + 1;
                    end    
                    else
                        height_cnt <= height_cnt + 1;
                end
                else
                begin
                    width_cnt <= width_cnt + 1;
                end
            end
        end
    end
endmodule
</file>
==> results.yml <==
# implementation run metrics
run:
  warnings: 28
  max-cap-violations: 0
worst_setup_path:
  cp.required_ns: 5.81
  crit_path_top_delay_cell: "inv_2"
  end_kind: "flop"
  cp_max_fo: 39
  timing.rr.end: "ram_addr_[0][18]"
  r2r-start: "width_cnt[0]"
  startpoint_type: "input pin"
  worstPathArrival_ns: 3.45
  cp_top_family: "buffers and inverters"
  rr_worst_depth: 5
  cp_cell_sequence: "clkdlybuf4s50_1 -> nor4b_1 -> and3_1 -> nand2_4 -> inv_2 -> o21ai_0"
  regToRegSetupSlack_ns: 3.20
  slowest_delay_ns: 0.67
  path_class: "in2reg"
  crit_buf_inv: 2
routing:
  vias: 1611
  drtAntennaViolNets: 0
  wirelength_um: 4602
  viasPerCell: 5.082
  dr.pass1.iters: 4
  drt_iter0_markers: 55
  post_drt_wl_per_cell_um: 14.52
  drc: 0
  antenna_cells_inserted: 0
sta:
  finalCritPeriodShare_pct: 59.32
  setup_violations: 0
  hold_viol_final: 0
  max_slew_margin_pct: 48.05
  fmax_mhz: 290.6
  setup_tns_ns: 0
  rsz0062_at_grt: "no"
  slew_violations: 0
  worst_pin_slew_ns: 0.7781
  finClkSkew_ns: 0.007172
  fin_crit_ns: 3.441
synth:
  synthCells: 208
  aoi_share_pct: 3.721
  ys_cells: 208
  syn_area_per_cell_um2: 11.64
  simple_gate_area_share_pct: 16.95
  synth_top_area_share_pct: 52.09
  ys_types: 34
  top_cells_by_count: "edfxtp_1 (42), xnor2_1 (22), nor2_1 (17), a21oi_1 (14)"
  synth_area_leader_cell: "edfxtp_1"
  synthAdderAreaFrac_pct: 3.618
  synth_warnings: 3
  seq_area_frac_synth_pct: 55.25
  ys_sh_xor_pct: 12.30
  topCellsByArea: "edfxtp_1 (52%), xnor2_1 (8.0%), xor2_1 (4.3%)"
  synth_dominant_cell_count: "edfxtp_1"
  syn_area_mm2: 0.002421
  ys_async_sr_fraction_pct: 6.667
  synth-seq-cells: 45
  logic_family: "simple AND/OR/NAND/NOR gates"
  synthMuxAreaShare_pct: 4.289
  edf_count: 42
  yosysChipArea_mm2: 0.002421
  synth_top_flop_cell: "edfxtp_1"
worst_hold_path:
  whs_endpoint: "state[2]"
  hold_class: "reg2reg"
  hold_start: "state[2]"
  min_path_cells: 1
clock_tree:
  cts_buffer_depth: 2
  cts_made_buffers: 5
  worstSkewPairLatency_ns: 0.29
  postCtsSetupRepairBufs: 0
  clkSinkCount: 45
  cts_hold_buf: 0
  cts_tree: "built"
  cts_root_buf: "clkbuf_8"
  cts_resized: 0
  clk_pin_slew_ns: 0.08
  htree_levels: 2
final_layout:
  final_util_pct: 51.28
  final_cell_area_mm2: 0.002910
  area_growth_pct: 20.21
  drive_gt1_share_pct: 6.531
grt:
  grt_remaining_overflow: 0
  grt_pass1_wl_um: 7569
  grt_max_degree: 40
  grt_usage_pct: 16.50
  grt_pass1_vias: 1530
  antenna_found_initial: 0
placement:
  gp_congestion: 0.8369
  dp_hpwl_um: 3332
  placed_cell_area_mm2: 0.002823
  port_buffers: 36
outcome:
  outcome: "finished clean"
power:
  cellLeakagePower_nw: 0.9885
  p_per_area_mw_per_mm2: 191.4
  ir_worst_vdd_uv: 101.7
die:
  num_rows: 27
  die_x_um: 79.80
  coreArea_mm2: 0.005675
  pin_count: 42
  die-area_mm2: 0.006368
  fp_util_pct: 42.66
  die_y_um: 79.80
cell usage in the layout, fill, tap and decap left out, types with 2 or more instances in the layout:
| cell | instances |
|---|---|
| clkbuf_8 | 5 |
| nor2_1 | 17 |
| conb_1 | 3 |
| a21oi_1 | 14 |
| edfxtp_1 | 42 |
| and2_1 | 2 |
| mux2_2 | 3 |
| nor4_2 | 3 |
| mux2i_1 | 7 |
| dfrtp_1 | 2 |
| ha_1 | 7 |
| clkinvlp_4 | 2 |
| or3_1 | 3 |
| xnor2_1 | 22 |
| inv_1 | 8 |
| nand3_1 | 11 |
| nor3_1 | 3 |
| and3_1 | 7 |
| clkdlybuf4s50_1 | 36 |
| nor4_1 | 5 |
| nand2b_1 | 3 |
| nand4_1 | 3 |
| nand2_1 | 12 |
| o21ai_1 | 3 |
| xor2_1 | 12 |
registers in the layout, indices dropped and copies added, names as in the netlist:
name / count
ram_addr_: 33
width_cnt: 9
state: 3
where the power goes:
part | internal [W] | switching (W)
combinational | 0.00000655 | 0.00000632
clock | 0.0000849 | 0.000102
sequential | 0.000354 | 0.00000304
total | 0.000446 | 0.000111
kinds of logic after synthesis:
group | after synthesis
compound gates | 18
mux | 10
flops | 45
xor+xnor | 34
simple gates | 75
fa+ha+maj | 7
buf+inv | 18
other cells | 1
cell type report:
cell class / count / area [um^2]
well taps: 72 / 90.09
inverters: 9 / 33.78
clock inverters: 2 / 15.01
fillers: 528 / 2765
clock buffers: 6 / 72.57
flip-flops and latches: 45 / 1338
repair buffers: 36 / 360.3
multi-input cells: 147 / 1001
through the flow:
step	std cells	total power [W]	hold slack, ns	worst slack [ns]
after detailed placement	309	0.0003777	0.4965	2.031
after global routing	317	0.0005794	0.5362	2.153
after global placement	309	0.0003777	0.4901	2.064
after CTS	317	0.0005647	0.5221	2.340
final	317	0.0005571	0.5191	2.359
after floorplan	210	0.0003738	0.4749	3.144
metal layers:
metal,wire [um],global-route usage (%),vias to the layer above,part of all wire (%)
met5,0,0,-,0
met3,281,3.712,5,6.1
li1,-,-,807,-
met1,2244,29.05,757,49
met2,2025,23.08,42,44
met4,51,1.786,0,1.1
worst max-delay path by stage:
stage	cells after the start	start	slack, ns	to
CTS	6	fm_width	2.34	ram_addr_[0][18]
global route	5	rst_n	2.15	ram_addr_[0][18]
finish	6	fm_width	2.36	ram_addr_[0][18]
Power and IR drop assume default switching activity.
